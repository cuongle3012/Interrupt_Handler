## /design/flow/config.mk

```make
export PLATFORM = sky130hd
export DESIGN_NAME = sram_IS61WV25616_controller_32b_3lr
export DESIGN_NICKNAME = sram_IS61WV25616_controller_32b_3lr
export VERILOG_FILES = /design/flow/design.v
export SDC_FILE = /design/flow/constraint.sdc
export NUM_CORES = 4
export LEC_CHECK = 1
export CORE_UTILIZATION = 50
```

## /design/flow/constraint.sdc

```tcl
current_design sram_IS61WV25616_controller_32b_3lr

set clk_period 8.4
set clk_io_pct 0.2

create_clock -name clk0 -period $clk_period [get_ports {i_clk}]

set non_clock_inputs [all_inputs -no_clocks]
set_input_delay [expr $clk_period * $clk_io_pct] -clock clk0 $non_clock_inputs
set_output_delay [expr $clk_period * $clk_io_pct] -clock clk0 [all_outputs]
```

## /design/flow/design.v

```verilog
module sram_IS61WV25616_controller_32b_3lr (
  input  logic [17:0]   i_ADDR   ,
  input  logic [31:0]   i_WDATA  ,
  input  logic [ 3:0]   i_BMASK  ,
  input  logic          i_WREN   ,
  input  logic          i_RDEN   ,
  output logic [31:0]   o_RDATA  ,
  output logic          o_ACK    ,
  output logic [17:0]   SRAM_ADDR,
  inout  wire  [15:0]   SRAM_DQ  ,
  output logic          SRAM_CE_N,
  output logic          SRAM_WE_N,
  output logic          SRAM_OE_N,
  output logic          SRAM_LB_N,
  output logic          SRAM_UB_N,
  input logic i_clk,
  input logic i_reset
);
  typedef enum logic [2:0] {
      StIdle
    , StWrite
    , StWriteAck
    , StRead0
    , StRead1
    , StReadAck
  } sram_state_e;
  sram_state_e sram_state_d;
  sram_state_e sram_state_q;
  logic [17:0] addr_d;
  logic [17:0] addr_q;
  logic [31:0] wdata_d;
  logic [31:0] wdata_q;
  logic [31:0] rdata_d;
  logic [31:0] rdata_q;
  logic [ 3:0] bmask_d;
  logic [ 3:0] bmask_q;
  logic [15:0] DIN;
  logic [15:0] DOUT;
  always_comb begin : proc_detect_state
    case (sram_state_q)
      StIdle: begin
        if (i_WREN ~^ i_RDEN) begin
          sram_state_d = StIdle;
          addr_d       = addr_q;
          wdata_d      = wdata_q;
          rdata_d      = rdata_q;
          bmask_d      = bmask_q;
        end
        else begin
          sram_state_d = i_WREN ? StWrite : StRead0;
          addr_d       = i_ADDR & 18'h3FFFE;
          wdata_d      = i_WREN ? i_WDATA : wdata_q;
          rdata_d      = rdata_q;
          bmask_d      = i_BMASK;
        end
      end
      StWrite: begin
        sram_state_d = StWriteAck;
        addr_d       = addr_q | 18'h1;
        wdata_d      = wdata_q >> 16;
        rdata_d      = rdata_q;
        bmask_d      = bmask_q;
      end
      StRead0: begin
        sram_state_d = StRead1;
        addr_d       = addr_q | 18'h1;
        wdata_d      = wdata_q;
        rdata_d      = {rdata_q[31:16], DIN};
        bmask_d      = bmask_q;
      end
      StRead1: begin
        sram_state_d = StReadAck;
        addr_d       = addr_q;
        wdata_d      = wdata_q;
        rdata_d      = {DIN, rdata_q[15:0]};
        bmask_d      = bmask_q;
      end
      StWriteAck, StReadAck: begin
        sram_state_d = StIdle;
        addr_d       = addr_q;
        wdata_d      = wdata_q;
        rdata_d      = rdata_q;
        bmask_d      = bmask_q;
      end
      default: begin
        sram_state_d = StIdle;
        addr_d       = '0;
        wdata_d      = '0;
        rdata_d      = '0;
        bmask_d      = '0;
      end
    endcase
  end
  always_ff @(posedge i_clk) begin
    if (!i_reset) begin
      sram_state_q <= StIdle;
    end
    else begin
      sram_state_q <= sram_state_d;
    end
  end
  always_ff @(posedge i_clk) begin
    if (!i_reset) begin
      addr_q  <= '0;
      wdata_q <= '0;
      rdata_q <= '0;
      bmask_q <= 4'b0000;
    end
    else begin
      addr_q  <= addr_d;
      wdata_q <= wdata_d;
      rdata_q <= rdata_d;
      bmask_q <= bmask_d;
    end
  end
  always_comb begin : proc_output_to_sram
    SRAM_ADDR = addr_q;
    case (sram_state_q)
      StWrite: begin
        DOUT      = wdata_q[15:0];
        SRAM_WE_N = 1'b0;
        SRAM_OE_N = 1'b1;
        SRAM_CE_N = 1'b0;
        {SRAM_UB_N, SRAM_LB_N} = ~bmask_q[1:0];
      end
      StWriteAck: begin
        DOUT      = wdata_q[15:0];
        SRAM_WE_N = 1'b0;
        SRAM_OE_N = 1'b1;
        SRAM_CE_N = 1'b0;
        {SRAM_UB_N, SRAM_LB_N} = ~bmask_q[3:2];
      end
      StRead0: begin
        DOUT      = 'z;
        SRAM_WE_N = 1'b1;
        SRAM_OE_N = 1'b0;
        SRAM_CE_N = 1'b0;
        {SRAM_UB_N, SRAM_LB_N} = ~bmask_q[1:0];
      end
      StRead1: begin
        DOUT      = 'z;
        SRAM_WE_N = 1'b1;
        SRAM_OE_N = 1'b0;
        SRAM_CE_N = 1'b0;
        {SRAM_UB_N, SRAM_LB_N} = ~bmask_q[3:2];
      end
      StReadAck: begin
        DOUT      = 'z;
        SRAM_WE_N = 1'b1;
        SRAM_OE_N = 1'b1;
        SRAM_CE_N = 1'b1;
        {SRAM_UB_N, SRAM_LB_N} = 2'b11;
      end
      default: begin
        DOUT      = 'z;
        SRAM_WE_N = 1'b1;
        SRAM_OE_N = 1'b1;
        SRAM_CE_N = 1'b1;
        {SRAM_UB_N, SRAM_LB_N} = 2'b11;
      end
    endcase
  end
  assign  SRAM_DQ = DOUT;
  assign  DIN = SRAM_DQ;
  always_comb begin : proc_output_to_lsu
    o_RDATA = rdata_q;
    o_ACK  = (sram_state_q == StWriteAck) || (sram_state_q == StReadAck);
  end
endmodule : sram_IS61WV25616_controller_32b_3lr
```

## /design/flow/run.sh

```bash
#!/bin/bash
# OpenROAD 26Q1-2900-gdf79404cd8, Yosys 0.63+post, stock flow scripts
make -C /OpenROAD-flow-scripts/flow DESIGN_CONFIG=/design/flow/config.mk WORK_HOME=/design/flow/orfs finish
```

==> out/metrics.cfg <==
[status]
status=did not finish
lastStage=4_1_cts
error=[error] [KeplerFormal.cpp:679] Workflow failed: Iso has multiple drivers: .SRAM_DQ0, SRAM_DQ[0]$_SDFFE_PN0P_.Q0

[floorplan]
die_h_microns=89.0
rows=31
initial_utilization=0.520
io_pins=130
fp.dieW_microns=89.0

[synth]
top_area_frac=0.486
synth_seq_share=0.486
yosys_warnings=5
ys_cells=419
syn_avg_cell_area_sq_um=9.04
ys_types=29
netlist_area_sq_um=3790
top_area_cell=dfxtp_1
synth.area.top_cells=dfxtp_1 49%, nand3_1 12%, a21boi_1 6.3%
synthCells=419
ys_area_sq_um=3790
ys_ff=92

[cts]
cts_buffers=9
ctsHoldBuffers=0
post_cts_buffers=0
clk_path_buf_depth=2
cts-resized-gates=0
clock_sinks=92
root_buffer=clkbuf_8
htreeDepth=3

[placement]
dp_hpwl_mm=5.60
io_buffers=112
place_ws_ps=4820
place.gp.congestion=0.807

through the flow:
step / cell area, sq um / power, W / utilization / instances
after floorplan: 3790 / 0.000577 / - / 419
after global placement: 4870 / 0.000636 / 0.668 / 595
after detailed placement: 4870 / 0.000639 / 0.668 / 595
cells in the mapped netlist:
| master | instances |
|---|---|
| buf_1 | 3 |
| buf_6 | 4 |
| dfxtp_1 | 92 |
| nor2b_1 | 1 |
| o221ai_1 | 1 |
| nand2_1 | 50 |
| and2_1 | 3 |
| a311o_4 | 1 |
| a31oi_1 | 1 |
| nand2b_1 | 2 |
| clkbuf_1 | 24 |
| buf_4 | 3 |
| nor3b_1 | 16 |
| nand3_1 | 90 |
| a21boi_0 | 16 |
| or4_4 | 1 |
| or2_1 | 1 |
| a2111oi_4 | 1 |
| buf_2 | 8 |
| a2111o_1 | 1 |
| a21boi_1 | 32 |
| o21ai_0 | 1 |
| or4_1 | 2 |
| nor2_1 | 24 |
| o21ai_2 | 21 |
| o211a_1 | 1 |
| inv_1 | 1 |
| nor4_4 | 2 |
| a221oi_1 | 16 |
cell families after synthesis:
family,Yosys count,share of synthesized area
flip-flops,92,0.486
buffers and inverters,43,0.0561
AND-OR/OR-AND,92,0.204
AND/OR/NAND/NOR,192,0.254
Power is estimated from default activity; no workload was simulated.
