==> design/flow/design.v <==
module apb_master(input pclk,
                  input preset_n,
                  input [11:0] apb_region,    
                  input apb_en,            
                  input [31:0] wdata,       
                  input wr_en,          
                  input i_stall,
                  input pready,
                  input [31:0] prdata_timer, prdata_uart, prdata_plic,
                  output psel_timer, psel_uart, psel_plic,
                  output logic penable, pwrite,
                  output logic [31:0] paddr, pwdata,
                  output logic [31:0] to_cpu_data
                  );
   typedef enum bit [1:0] {IDLE, SETUP, ACCESS} state; 
   state cs, ns;
   logic [31:0] prdata;
   always @(posedge pclk or negedge preset_n) begin
      if (!preset_n) cs <= IDLE;
      else if (!i_stall) cs <= ns;
      else cs <= cs;
   end
   logic psel_q, psel_d, penable_q, penable_d, pwrite_q, pwrite_d;
   logic [31:0] pwdata_q, pwdata_d, paddr_q, paddr_d, to_cpu_data_q, to_cpu_data_d;
   assign penable = penable_d;
   assign pwrite = pwrite_d;
   assign paddr = paddr_d;
   assign pwdata = pwdata_d;
   assign to_cpu_data = to_cpu_data_d;
   always @(posedge pclk) begin
      if (!preset_n) begin
         psel_q <= 1'b0;
         penable_q <= 1'b0;
         pwrite_q <= 1'b0;
         pwdata_q <= 32'h0;
         paddr_q <= 32'h0;
         to_cpu_data_q <= 32'h0;
      end
      else if (!i_stall) begin
         psel_q <= psel_d;
         penable_q <= penable_d;
         pwrite_q <= pwrite_d;
         pwdata_q <= pwdata_d;
         paddr_q <= paddr_d;
         to_cpu_data_q <= to_cpu_data_d;
      end
      else begin
         psel_q <= psel_q;
         penable_q <= penable_q;
         pwrite_q <= pwrite_q;
         pwdata_q <= pwdata_q;
         paddr_q <= paddr_q;
         to_cpu_data_q <= to_cpu_data_q;
      end
   end
   always_comb begin
      case (cs)
         IDLE: ns = apb_en? SETUP : IDLE;
         SETUP: ns = ACCESS;
         ACCESS: ns = pready&apb_en? SETUP :                            
                                          (!pready&apb_en)? ACCESS : IDLE;     
         default: ns = IDLE;
      endcase
   end
   always_comb begin        
      case (cs)
         IDLE: begin
            psel_d = 1'b0;
            penable_d = 1'b0;
            pwrite_d = 1'b0;
            paddr_d = 32'b0;
            pwdata_d = 32'h0;
            to_cpu_data_d = to_cpu_data_q;
         end
         SETUP: begin
            psel_d = 1'b1;
            penable_d = 1'b0;
            pwrite_d = wr_en;
            paddr_d = {20'b0,apb_region};
            pwdata_d = wr_en? wdata : pwdata_q;
            to_cpu_data_d = to_cpu_data_q;
         end
         ACCESS: begin
            psel_d = 1'b1;
            penable_d = 1'b1;
            pwrite_d = pwrite_q;
            paddr_d = paddr_q;
            pwdata_d = pwdata_q;
            to_cpu_data_d = !pwrite_d&pready? prdata : to_cpu_data_q;
         end
         default: begin
            psel_d = 1'b0;
            penable_d = 1'b0;
            pwrite_d = 1'b0;
            paddr_d = 32'b0;
            pwdata_d = 32'h0;
            to_cpu_data_d = to_cpu_data_q;
         end
      endcase
   end
   assign {psel_plic, psel_uart, psel_timer, prdata} = (apb_region[11:8] == 4'b0000)? {2'b0, psel_d, prdata_timer} :
                                                (apb_region[11:8] == 4'b0001)? {1'b0, psel_d, 1'b0, prdata_uart} : {psel_d, 2'b0, prdata_plic};
endmodule
==> design/flow/run.sh <==
#!/bin/bash
# OpenROAD 26Q1-2900-gdf79404cd8, Yosys 0.63+post, stock flow scripts
make -C /OpenROAD-flow-scripts/flow DESIGN_CONFIG=/design/flow/config.mk WORK_HOME=/design/flow/orfs finish
==> design/flow/config.mk <==
export PLATFORM = sky130hd
export DESIGN_NAME = apb_master
export DESIGN_NICKNAME = apb_master
export VERILOG_FILES = /design/flow/design.v
export SDC_FILE = /design/flow/constraint.sdc
export NUM_CORES = 4
export LEC_CHECK = 1
export CORE_UTILIZATION = 50
==> design/flow/constraint.sdc <==
current_design apb_master

set clk_period 6.0
set clk_io_pct 0.2

create_clock -name clk0 -period $clk_period [get_ports {pclk}]

set non_clock_inputs [all_inputs -no_clocks]
set_input_delay [expr $clk_period * $clk_io_pct] -clock clk0 $non_clock_inputs
set_output_delay [expr $clk_period * $clk_io_pct] -clock clk0 [all_outputs]
==> writeup.txt <==
The flow ran to the end, and the final reports show no timing, DRC or antenna violations. The worst setup path is launched from an input pin. Setup repair after global routing left no endpoint under its margin.

The synthesized instance count is 629. The tools report the number of levels in the clock H-tree as 3. Type of the tightest min-delay check: flip-flop to flip-flop. The width of the chip works out to 109 um. In the setup report, the worst path falls into the class input pin to primary output. The final setup skew was 4.30 ps. With the total negative slack at 0 ps, the logic gate share of total power is 14.4%. Global routing used 26.7% of the available tracks across all layers. The met2 layer usage reported by global route is 41.9%. Per the timing report, the most critical flop-to-flop path finishes at paddr_q[9]$_SDFFE_PN0N_. TritonCTS built the clock tree.

For hold timing, the worst endpoint is paddr_q[1]$_SDFFE_PN0N_. After synthesis the netlist holds a flip-flop and latch count of 100. STA classifies the critical path endpoint as a primary output. The number of cells on the worst hold path came out at 2. The tools report the start of the worst register-to-register path as cs[1]$_DFF_PN0_.

The total leakage power was 3.15 nW. In this run, flip-flops and latches consume 46.3% of the power. The slew of the pin with the lowest slew margin works out to 754 ps. Between the synthesized netlist and the finished layout, the area growth was recorded as 45.8%. With the cell area power density at 171 mW/mm2, the net switching component of the power is 0.347 mW. The floorplan report gives the top-level pin count as 247.

With the fraction of final layout cells with drive strength greater than 1 at 7.90%, the number of CTS-inserted buffers is 9. Sorting the synthesized cells by how often they occur yields dfxtp_1, nand2_1, o21ai_1. The global router reports that the layer with the highest usage is met2. Internal power: 1.08 mW.

Excluding fillers, the count of instances in the completed layout stands at 975. Static timing analysis puts the maximum clock frequency at 214 MHz. Area share of the largest cell type after synthesis: 33.7%. Across the VDD grid, the largest voltage drop is 0.131 mV. The number of hold buffers added after CTS was 0. The logs give 0 for the post-CTS setup-driven buffer insertion count and 0.00576 mm2 for the summed instance area of the synthesized netlist.

At the end of routability-driven placement, the weighted congestion stood at 0.921. The number of cell instances on the worst register-to-register path was 5; the worst slew slack as a fraction of its limit was 49.5%. For the final number of max-transition violations, the log shows 0. The run gives 1 for the number of synthesis warnings. The number of cells in the yosys synthesis report came out at 629. Summed over all instances, the cell type with the most area after synthesis is dfxtp_1.

The most frequently used library cell after synthesis is dfxtp_1. The run gives 246 for the count of port buffers added during placement. Number of buffers between clock root and the deepest sink: 2. In the synthesized netlist the async set-or-reset flop fraction comes to 3.00%. Share of total power consumed by net switching: 24.3%. After filler insertion, the fill cell instance count of the layout stands at 797. The logs give 11.4 mm for the half-perimeter wire length of the detailed placement result and 39.3% for the fraction of power consumed by the clock network. The slowest stage cell on the critical path was nand3b_2.

Measured along the y axis, the die boundary spans 109 um. The logs give 0 for the number of instances resized during post-cts repair and 0 for the total inserted antenna cells. The netlist uses 37 different library cells. For the maximum number of pins on one net before global-route repair, the log shows 65. For the worst min-delay path, the startpoint reported by OpenROAD is paddr_q[1]$_SDFFE_PN0N_. With the met1 usage in global routing at 39.6%, the initial antenna violation count is 0.

In the post-route report, total wirelength is listed as 16.2 mm. The report lists the cells along the critical path as clkdlybuf4s50_1, nand3b_2, buf_4, o21ai_1, clkdlybuf4s50_1. Remaining antenna violation count: 0. Yosys mapped a number of flops with a built-in enable equal to 0. The floorplan step defined a die boundary enclosing 0.0119 mm2. The number of maximum-capacitance violations recorded for the run is 0. The run gives 0 for the total grt overflow. Along the worst path, the maximum fanout reaches 39.

The via count of the first global-routing pass was 4787. The run gives 0.00576 mm2 for the area reported by Yosys stat. For reference, the top cells by area after synthesis are dfxtp_1, mux2_4, a32o_1, mux2i_1, o21ai_1.

The total instance count after detailed placement was 959. The mean instance size in the synthesized netlist works out to 9.15 um2. At the worst endpoint, the arrival time is 3470 ps. The first-pass iteration count of the detailed router came out at 4. Of the available clock period, the critical path in the final layout requires 77.8%.

The final hold violation count is 0. Among all flip-flop cells after synthesis, the most frequent one is dfxtp_1. Subtracting the final worst setup slack from the clock period gives 4670 ps. The first routing iteration left 255 violations.

For the placeable core region, the log shows 0.0110 mm2. Counting stages on the worst path, the most repeated cell is clkdlybuf4s50_1. The number of placement rows is 38. Per Yosys stat, the portion of area used by sequential elements is 35.0%.

The CTS log lists the clock sinks for this run as 100. The tools report the root buffer cell as clkbuf_16. On the reported timing paths, the clock transition at the registers reads 70 ps. The wire length of the first global-routing pass is 24.6 mm, and the insertion delay of the later-clocked pin in the worst-skew pair is 330 ps. Largest stage delay on the critical path: 570 ps. The worst endpoint required time is 4800 ps. The run gives 4000 ps for the reg-to-reg setup timing slack. The tools report the initial core utilization as 52.2%. Detailed routing inserted a total of 5373 vias. TritonRoute output was used to compute an average wire per cell of 16.6 um. The number of logged tool warnings was 26; the final count of negative-setup-slack endpoints was 0.

The global routing met3 resource utilization was 5.08%; the residual DRC count was 0. The per-cell via count in the routed design is 5.51.
==> worst max-delay path: cells and delay by family <==
family	cells	cell delay [ps]
AOI/OAI and AO/OA	1	170
buffers and inverters	3	1500
and+or+nand+nor	1	570
==> power by group through the flow <==
stage | Combinational (mW) | Sequential (mW) | Clock [mW]
5_1_grt | 0.220 | 0.663 | 0.609
4_1_cts | 0.206 | 0.663 | 0.574
6_report | 0.206 | 0.663 | 0.562
==> through the flow <==
step           setup slack (ps)  cell area, um2  util [%]  total power, mW  hold WS [ps]
3_5_place_dp               1360            8100      73.4            0.884           447
4_1_cts                    1360            8390      76.1             1.44           463
2_1_floorplan              2810            5760         -            0.774           432
3_3_place_gp               1400            8100      73.4            0.881           440
6_report                   1330            8390      76.1             1.43           462
5_1_grt                    1190            8390      76.1             1.49           481
==> worst max-delay path by stage <==
stage,start,end,cells after the start
finish,pready,to_cpu_data[23],5
global route,pready,to_cpu_data[29],5
CTS,pready,to_cpu_data[23],5
==> per-layer routing <==
metal / wire length (um) / share of wire, %
met1: 6950 / 43
met2: 7550 / 47
met3: 1300 / 8.0
met4: 400 / 2.5
met5: 0 / 0
==> logic make-up (layout without fill, tap and decap cells) <==
| group | count (synthesis) | in the layout | synth area share, % |
|---|---|---|---|
| flops | 100 | 100 | 35.1 |
| simple gates | 201 | 201 | 20.1 |
| buf+inv | 70 | 276 | 6.63 |
| mux | 64 | 64 | 13.5 |
| compound gates | 194 | 194 | 24.7 |
==> cell usage in the layout, fill, tap and decap left out, types with 2 or more instances in the layout <==
cell type and instances:
a21boi_1 40, a21o_1 2, a21oi_1 2, a22o_1 13, a22oi_1 5, a32o_1 32
and2_1 21, and3_1 20, and3b_1 33, buf_2 3, buf_4 11, clkbuf_16 9
clkdlybuf4s50_1 243, clkinv_4 2, dfxtp_1 97, inv_2 2, inv_8 3, mux2_1 6
mux2_4 26, mux2i_1 32, nand2_1 73, nand3_1 8, nor2_1 2, nor2b_1 38
o21ai_0 6, o21ai_1 61, o2bb2ai_1 32
==> final cells by class <==
type | count | area (um2) | area share, %
multi-input cells | 459 | 3360 | 40.1
clock inverters | 7 | 67.6 | 0.805
inverters | 3 | 11.3 | 0.134
flip-flops and latches | 100 | 2020 | 24.1
repair buffers | 257 | 2530 | 30.1
clock buffers | 9 | 225 | 2.68
well taps | 140 | 175 | 2.09
==> sequential cells by signal (all words and copies together), names as in the netlist <==
register,cells
to_cpu_data_q,32
pwdata_q,32
cs,3
paddr_q,32
pwrite_q,1
Power figures rest on the tool's default switching activity, not on a simulated workload.
