===== design/flow/design.v =====
module alu(
    input logic [31:0] i_operand_a,
    input logic [31:0] i_operand_b,
    input logic [3:0] i_alu_op,
    output logic [31:0] o_alu_data
);
    logic [31:0] sub_data;
    logic [31:0] sll_data;
    logic [31:0] srl_data;
    logic [31:0] sra_data;
    logic [32:0] carry_flag, i_operand_a_33bit, i_operand_b_33bit;
    sll SLLdut(.i_data (i_operand_a),.amount (i_operand_b[4:0]),.o_data(sll_data));
    srl SRLdut(.i_data (i_operand_a),.amount (i_operand_b[4:0]),.o_data(srl_data));
    sra SRAdut(.i_data (i_operand_a),.amount (i_operand_b[4:0]),.o_data(sra_data));
    assign sub_data =  i_operand_a[31:0] + ~(i_operand_b[31:0]) + 1'b1;
    assign i_operand_a_33bit = {1'b0, i_operand_a};
    assign i_operand_b_33bit = {1'b0, i_operand_b};
    assign carry_flag = (i_operand_a_33bit + ~i_operand_b_33bit + 1'b1);  
    always_comb begin 
        case (i_alu_op)
            4'b0000: o_alu_data = i_operand_a + i_operand_b;  
            4'b1000: o_alu_data = sub_data;                   
            4'b0010: if (i_operand_a[31] ^ i_operand_b[31]) o_alu_data = i_operand_a[31] ? 1 : 0;   
                    else o_alu_data = sub_data[31];  
            4'b0011: o_alu_data = carry_flag[32] ? 1'b1 : 1'b0;   
            4'b0100: o_alu_data = i_operand_a ^ i_operand_b;  
            4'b0110: o_alu_data = i_operand_a | i_operand_b;   
            4'b0111: o_alu_data = i_operand_a & i_operand_b;  
            4'b0001: o_alu_data = sll_data;                   
            4'b0101: o_alu_data = srl_data;                   
            4'b1101: o_alu_data = sra_data;                   
			4'b1111: o_alu_data = i_operand_b;
            default: o_alu_data = 32'b0;                  
        endcase    
    end
endmodule
module sll(
    input logic [31:0] i_data,
    input logic [4:0] amount,
    output logic [31:0] o_data
);
    logic [31:0] temp;
    always_comb begin
    case (amount)
        5'd0:  temp = i_data[31:0];
        5'd1:  temp = {i_data[30:0],1'b0};
        5'd2:  temp = {i_data[29:0],2'b0};
        5'd3:  temp = {i_data[28:0],3'b0};
        5'd4:  temp = {i_data[27:0],4'b0};
        5'd5:  temp = {i_data[26:0],5'b0};
        5'd6:  temp = {i_data[25:0],6'b0};
        5'd7:  temp = {i_data[24:0],7'b0};
        5'd8:  temp = {i_data[23:0],8'b0};
        5'd9:  temp = {i_data[22:0],9'b0};
        5'd10: temp = {i_data[21:0],10'b0};
        5'd11: temp = {i_data[20:0],11'b0};
        5'd12: temp = {i_data[19:0],12'b0};
        5'd13: temp = {i_data[18:0],13'b0};
        5'd14: temp = {i_data[17:0],14'b0};
        5'd15: temp = {i_data[16:0],15'b0};
        5'd16: temp = {i_data[15:0],16'b0};
        5'd17: temp = {i_data[14:0],17'b0};
        5'd18: temp = {i_data[13:0],18'b0};
        5'd19: temp = {i_data[12:0],19'b0};
        5'd20: temp = {i_data[11:0],20'b0};
        5'd21: temp = {i_data[10:0],21'b0};
        5'd22: temp = {i_data[9:0],22'b0};
        5'd23: temp = {i_data[8:0],23'b0};
        5'd24: temp = {i_data[7:0],24'b0};
        5'd25: temp = {i_data[6:0],25'b0};
        5'd26: temp = {i_data[5:0],26'b0};
        5'd27: temp = {i_data[4:0],27'b0};
        5'd28: temp = {i_data[3:0],28'b0};
        5'd29: temp = {i_data[2:0],29'b0};
        5'd30: temp = {i_data[1:0],30'b0};
        5'd31: temp = {i_data[0],31'b0};
        default: temp = 32'b0;
    endcase
    end
    assign o_data = temp;
endmodule
module sra(
    input logic [31:0] i_data, 
    input logic [4:0] amount,  
    output logic [31:0] o_data
);
    logic [31:0] temp;
    always_comb begin
        case (amount)
            5'd0:  temp = i_data[31:0];
            5'd1:  temp = { {1{i_data[31]}}, i_data[31:1] };
            5'd2:  temp = { {2{i_data[31]}}, i_data[31:2] };
            5'd3:  temp = { {3{i_data[31]}}, i_data[31:3] };
            5'd4:  temp = { {4{i_data[31]}}, i_data[31:4] };
            5'd5:  temp = { {5{i_data[31]}}, i_data[31:5] };
            5'd6:  temp = { {6{i_data[31]}}, i_data[31:6] };
            5'd7:  temp = { {7{i_data[31]}}, i_data[31:7] };
            5'd8:  temp = { {8{i_data[31]}}, i_data[31:8] };
            5'd9:  temp = { {9{i_data[31]}}, i_data[31:9] };
            5'd10: temp = { {10{i_data[31]}}, i_data[31:10] };
            5'd11: temp = { {11{i_data[31]}}, i_data[31:11] };
            5'd12: temp = { {12{i_data[31]}}, i_data[31:12] };
            5'd13: temp = { {13{i_data[31]}}, i_data[31:13] };
            5'd14: temp = { {14{i_data[31]}}, i_data[31:14] };
            5'd15: temp = { {15{i_data[31]}}, i_data[31:15] };
            5'd16: temp = { {16{i_data[31]}}, i_data[31:16] };
            5'd17: temp = { {17{i_data[31]}}, i_data[31:17] };
            5'd18: temp = { {18{i_data[31]}}, i_data[31:18] };
            5'd19: temp = { {19{i_data[31]}}, i_data[31:19] };
            5'd20: temp = { {20{i_data[31]}}, i_data[31:20] };
            5'd21: temp = { {21{i_data[31]}}, i_data[31:21] };
            5'd22: temp = { {22{i_data[31]}}, i_data[31:22] };
            5'd23: temp = { {23{i_data[31]}}, i_data[31:23] };
            5'd24: temp = { {24{i_data[31]}}, i_data[31:24] };
            5'd25: temp = { {25{i_data[31]}}, i_data[31:25] };
            5'd26: temp = { {26{i_data[31]}}, i_data[31:26] };
            5'd27: temp = { {27{i_data[31]}}, i_data[31:27] };
            5'd28: temp = { {28{i_data[31]}}, i_data[31:28] };
            5'd29: temp = { {29{i_data[31]}}, i_data[31:29] };
            5'd30: temp = { {30{i_data[31]}}, i_data[31:30] };
            5'd31: temp = { {31{i_data[31]}}, i_data[31] };
            default: temp = {32{i_data[31]}};
        endcase
    end
    assign o_data = temp;
endmodule
module srl(
    input logic [31:0] i_data, 
    input logic [4:0] amount,  
    output logic [31:0] o_data
);
    logic [31:0] temp;
    always_comb begin
	case (amount)
	    5'd0: temp = i_data[31:0];
	    5'd1: temp = {1'd0,i_data[31:1]};
	    5'd2: temp = {2'd0,i_data[31:2]};
	    5'd3: temp = {3'd0,i_data[31:3]};
	    5'd4: temp = {4'd0,i_data[31:4]};
	    5'd5: temp = {5'd0,i_data[31:5]};
	    5'd6: temp = {6'd0,i_data[31:6]};
	    5'd7: temp = {7'd0,i_data[31:7]};
	    5'd8: temp = {8'd0,i_data[31:8]};
	    5'd9: temp = {9'd0,i_data[31:9]};
	    5'd10: temp = {10'd0,i_data[31:10]};
	    5'd11: temp = {11'd0,i_data[31:11]};
	    5'd12: temp = {12'd0,i_data[31:12]};
	    5'd13: temp = {13'd0,i_data[31:13]};
	    5'd14: temp = {14'd0,i_data[31:14]};
	    5'd15: temp = {15'd0,i_data[31:15]};
	    5'd16: temp = {16'd0,i_data[31:16]};
	    5'd17: temp = {17'd0,i_data[31:17]};
	    5'd18: temp = {18'd0,i_data[31:18]};
	    5'd19: temp = {19'd0,i_data[31:19]};
	    5'd20: temp = {20'd0,i_data[31:20]};
	    5'd21: temp = {21'd0,i_data[31:21]};
	    5'd22: temp = {22'd0,i_data[31:22]};
	    5'd23: temp = {23'd0,i_data[31:23]};
	    5'd24: temp = {24'd0,i_data[31:24]};
	    5'd25: temp = {25'd0,i_data[31:25]};
	    5'd26: temp = {26'd0,i_data[31:26]};
	    5'd27: temp = {27'd0,i_data[31:27]};
	    5'd28: temp = {28'd0,i_data[31:28]};
	    5'd29: temp = {29'd0,i_data[31:29]};
	    5'd30: temp = {30'd0,i_data[31:30]};
	    5'd31: temp = {31'd0,i_data[31]};
	    default: temp = 32'b0;
	endcase
    end
    assign o_data = temp;
endmodule    

===== design/flow/constraint.sdc =====
current_design alu

set clk_period 18.0
set clk_io_pct 0.2

create_clock -name clk0 -period $clk_period

set non_clock_inputs [all_inputs -no_clocks]
set_input_delay [expr $clk_period * $clk_io_pct] -clock clk0 $non_clock_inputs
set_output_delay [expr $clk_period * $clk_io_pct] -clock clk0 [all_outputs]

===== design/flow/run.sh =====
#!/bin/bash
# OpenROAD 26Q1-2900-gdf79404cd8, Yosys 0.63+post, stock flow scripts
make -C /OpenROAD-flow-scripts/flow DESIGN_CONFIG=/design/flow/config.mk WORK_HOME=/design/flow/orfs finish

===== design/flow/config.mk =====
export PLATFORM = sky130hd
export DESIGN_NAME = alu
export DESIGN_NICKNAME = alu
export VERILOG_FILES = /design/flow/design.v
export SDC_FILE = /design/flow/constraint.sdc
export NUM_CORES = 4
export LEC_CHECK = 1
export CORE_UTILIZATION = 40

==> summary.txt <==
From the run reports.

- The placeable core area reads 30590 um^2.
- Summing the areas of all and, or, nand and nor instances in the mapped netlist gives 29.00% of the synthesized area.
- The relative area change from synthesis to final layout reads 10.99%.
- Per STA, the library cell used most along the worst path is sky130_fd_sc_hd__clkdlybuf4s50_1.
- The sequential cell count of the final layout reads 0.
- The classification of the worst setup path reads primary input to output port.
- The cell family with the largest share of critical-path delay reads AND-OR/OR-AND gates.
- The destination of the worst hold path reads o_alu_data[8].
- Once the clock tree was built, the resizer swapped 0 gates to a different size.
- The sort of element at the start of the critical path is a primary input.
- The worst supply voltage drop on vdd reads 0.02787 mV.
- The final total power is 397.9 uW.
- Summing all flip-flop and latch instances after layout gives 0 um^2.
- The Yosys warning count reads 4.
- The main area contributors are sky130_fd_sc_hd__ha_1 11%, sky130_fd_sc_hd__a22oi_1 9.5%, sky130_fd_sc_hd__nand2_1 8.4%, sky130_fd_sc_hd__a21oi_1 6.0%, sky130_fd_sc_hd__a221oi_1 5.1%.
- The most used standard cell by instance count after synthesis is sky130_fd_sc_hd__nand2_1.
- The count of tool warnings reads 107.
- The initial antenna violation count came to 11.
- The routed layout reports a DRC error count of 0.
- The path category of the worst min-delay check reads primary input to output port.
- The cell leakage power reads 0.005327 uW.
- Before any placement, the netlist area is recorded as 12430 um^2.
- The height of the chip is 178.3 um.
- The post-CTS setup buffer count is 0.
- The fraction of the cycle the final worst path needs is 71.59%.
- The count of nets left with antenna violations after detail routing reads 0.
- Per STA, the worst path is made up of clkdlybuf4s50_1 > buf_4 > clkinv_1 > ha_1 > inv_1 > o311a_1 > a211oi_2 > a211oi_4 > o31ai_4 > a2111oi_4 > o41a_2 > a21oi_1 > o21ba_1 > fa_1 > o211ai_1 > a31oi_1 > o21ai_0 > a311o_1 > clkdlybuf4s50_1.
- In this run the core area contains 64 standard-cell rows.
- The run finished with clean final reports.
- The HPWL after detailed placement is 58230 um.
- The critical hold path startpoint is i_operand_b[8].
- The mean instance size in the synthesized netlist reads 6.104 um^2.
- The number of placed I/O pins reads 100.
- The number of cells in the yosys synthesis report is 2037.
- In this run the horizontal extent of the chip is 178.3 um.
- The multiplexer fraction of the synthesized cell area reads 1.187%.
- The slew at the pin closest to its max-slew limit is 1.392 ns.
- The core utilization at floorplan reads 40.65%.
- The fmax reads 77.60 MHz.
- The number of instances in the synthesized netlist is 2037.
- The overall fraction of global-route tracks in use is 56.05%.
- The cell depth of the worst hold path is 4.
- The final timing report lists a max-slew violation count of 0.
- The fraction of layout instances using a drive strength above 1 reads 8.413%.
- Yosys reports that the leading cell type by area covers 10.67% of the netlist area.
- The largest family of logic cells by area is AND-OR/OR-AND gates.
- The number of fill cells in the layout reads 3182.
- Ranked by instance count, the synthesized netlist is headed by 279 x sky130_fd_sc_hd__nand2_1, 167 x sky130_fd_sc_hd__clkbuf_1, 157 x sky130_fd_sc_hd__a22oi_1.
- The first routing iteration left 4159 violations.
- The number of global-route vias before repair reads 17370.
- The post-synthesis chip area from yosys reads 12430 um^2.
- The total vias in the final route is 19550.
- The final-layout worst hold slack is 8.351 ns.
- For this design, the CTS-stage hold fixing added 0 buffers.
- The first detailed-routing pass took 19 iterations.
- The area of the die is 31790 um^2.
- Along the worst path, the maximum fanout reaches 48.
- The post-synthesis share of cell area spent on and-or and or-and gates is 47.06%.
- In this run the power density over the cells is 28.83 nW/um^2.
- The tally of buffers added on design ports is 100.
- The first-pass GRT wire length is 126800 um.
- The headroom to the max-slew limit reads 6.240%.
- The longest incremental delay of any stage on the critical path is reported as 0.52 ns.
- The largest net degree at the start of global routing reads 57.
- The overall overflow remaining after global route is 0.
- The final setup slack of the worst path reads 5.114 ns.
- The max-cap violation count reads 0.
- The portion of the post-synthesis area used by sequential elements reads 0%.
- The library cell occupying the most area in the post-synthesis netlist is sky130_fd_sc_hd__ha_1.
- Setup repair after global routing left no endpoint under its margin.
- The number of endpoints failing setup at the final stage is 0.
- The overall routed net length is 89510 um.
- The sum of buffers and inverters on the critical path reads 5.
- The share of synthesized cell area in full adder, half adder and majority cells is 11.15%.
- Yosys mapped the design onto 97 distinct sky130hd cell types.
- The clock period minus worst slack is 12.89 ns.
- The post-detailed-route wirelength per cell is 37.26 um.
- The final layout report lists a clock buffer count of 0.
- The number of hold violations in the final report is 0.
- At the worst endpoint, the required time is 14.40 ns.
- The fraction of synthesized cell area in xor and xnor cells reads 0.3522%.
- The critical path data arrival time is 9.29 ns.
- STA classifies the critical path endpoint as an output port.
- The pre-CTS setup slack is 5.248 ns.
- The routed via count divided by cell count is 8.140.
- The post-route setup TNS reads 0 ns.
- The slowest library cell on the worst path is sky130_fd_sc_hd__ha_1.
- At the end of routability-driven placement, the weighted congestion stood at 1.146.
report_power, final:
| part | leakage (uW) | internal (uW) | switching, uW |
|---|---|---|---|
| combinational | 0.00533 | 130 | 268 |
| clock | 0.0000000443 | 0.0000157 | 0 |
| sequential | 0 | 0 | 0 |
| total | 0.00533 | 130 | 268 |
cell families (layout without fill, tap and decap cells):
logic type	Yosys count	after routing
compound gates	808	808
xor+xnor	5	5
fa+ha+maj	109	109
buf+inv	349	309
mux	12	12
other cells	0	9
simple gates	754	754
cell usage in the layout, fill, tap and decap left out, drive strengths merged, types with 9 or more instances in the layout:
| cell | n |
|---|---|
| a2111oi | 18 |
| a211o | 11 |
| a211oi | 23 |
| a21o | 14 |
| a21oi | 148 |
| a221o | 12 |
| a221oi | 73 |
| a222oi | 15 |
| a22o | 34 |
| a22oi | 157 |
| a31oi | 25 |
| and3 | 10 |
| buf | 111 |
| clkdlybuf4s50 | 98 |
| diode | 9 |
| ha | 106 |
| inv | 97 |
| nand2 | 280 |
| nand2b | 14 |
| nand3 | 81 |
| nand4 | 82 |
| nor2 | 145 |
| nor2b | 10 |
| nor3 | 49 |
| nor4 | 26 |
| o2111ai | 18 |
| o211ai | 13 |
| o21ai | 93 |
| o21bai | 19 |
| o22ai | 35 |
| o31ai | 19 |
| or3 | 13 |
final cells by class:
| type | count | area [um^2] | area share [%] |
|---|---|---|---|
| diodes | 9 | 22.52 | 0.1632 |
| inverters | 100 | 375.4 | 2.720 |
| well taps | 396 | 495.5 | 3.591 |
| repair buffers | 209 | 1809 | 13.11 |
| multi-input cells | 1688 | 11100 | 80.42 |
worst min-delay path: cells and delay by family:
family | cells | cell delay [ns]
buffers and inverters | 2 | 0.98
AND-OR/OR-AND | 1 | 0.10
AND/OR/NAND/NOR | 1 | 0.08
how the worst max path moves through the flow:
| stage | from | end | slack [ns] | cells past startpoint |
|---|---|---|---|---|
| CTS | i_operand_b[3] | o_alu_data[31] | 5.24 | 19 |
| global route | i_operand_b[3] | o_alu_data[31] | 4.78 | 19 |
| finish | i_operand_b[3] | o_alu_data[31] | 5.11 | 19 |
per-stage QoR:
stage | utilization [%] | cells | cell area, um^2
finish | 45.11 | 2402 | 13800
global route | 45.07 | 2397 | 13790
CTS | 45.04 | 2393 | 13780
detailed placement | 45.04 | 2393 | 13780
global placement | 45.04 | 2393 | 13780
floorplan | - | 2037 | 12430
routing by layer:
metal / vias to the layer above / routed length (um) / track usage [%]
met3: 701 / 15100 / 28.44
li1: 7772 / - / -
met4: 12 / 9198 / 37.89
met2: 2149 / 34000 / 75.13
met1: 8919 / 31020 / 68.50
met5: - / 190 / 6.731
Power is estimated from default activity; no workload was simulated.
